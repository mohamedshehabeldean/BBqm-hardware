==> design/flow/design.v <==
module decoder_7seg (A, B, C, D, led_a, led_b, led_c, led_d, led_e, led_f, led_g);
input A, B, C, D;
output led_a, led_b, led_c, led_d, led_e, led_f, led_g;
assign led_a = ~(A | C | B&D | ~B&~D);
assign led_b = ~(~B | ~C&~D | C&D);
assign led_c = ~(B | ~C | D);
assign led_d = ~(~B&~D | C&~D | B&~C&D | ~B&C |A);
assign led_e = ~(~B&~D | C&~D);
assign led_f = ~(A | ~C&~D | B&~C | B&~D);
assign led_g = ~(A | B&~C | ~B&C | C&~D);
endmodule
module decoder_7seg_dut();
reg A ,B ,C, D;
wire led_a,led_b,led_c,led_d,led_e,led_f,led_g;
initial
begin
A=0;B=0;C=0;D=0;#100;
A=0;B=0;C=0;D=1;#100;
A=0;B=0;C=1;D=0;#100;
A=0;B=0;C=1;D=1;#100;
A=0;B=1;C=0;D=0;#100;
A=0;B=1;C=0;D=1;#100;
A=0;B=1;C=1;D=0;#100;
A=0;B=1;C=1;D=1;#100;
A=1;B=0;C=0;D=0;#100;
A=1;B=0;C=0;D=1;#100;
end
decoder_7seg pp (A,B,C,D,led_a,led_b,led_c,led_d,led_e,led_f,led_g);
endmodule
==> design/flow/run.sh <==
#!/bin/bash
# OpenROAD 26Q1-2900-gdf79404cd8, Yosys 0.63+post, stock flow scripts
make -C /OpenROAD-flow-scripts/flow DESIGN_CONFIG=/design/flow/config.mk WORK_HOME=/design/flow/orfs finish
==> design/flow/config.mk <==
export PLATFORM = sky130hd
export DESIGN_NAME = decoder_7seg
export DESIGN_NICKNAME = decoder_7seg
export VERILOG_FILES = /design/flow/design.v
export SDC_FILE = /design/flow/constraint.sdc
export NUM_CORES = 4
export LEC_CHECK = 1
export CORE_AREA = 10 10 70 70
export DIE_AREA = 0 0 80 80
==> design/flow/constraint.sdc <==
current_design decoder_7seg

set clk_period 1.1
set clk_io_pct 0.2

create_clock -name clk0 -period $clk_period

set non_clock_inputs [all_inputs -no_clocks]
set_input_delay [expr $clk_period * $clk_io_pct] -clock clk0 $non_clock_inputs
set_output_delay [expr $clk_period * $clk_io_pct] -clock clk0 [all_outputs]
==> out/results.txt <==
Worst Path Required: 0.88 ns
Setup CP Type: primary input to output pin
Detail Route Antenna Nets: 0
DR vias/cell: 2.30
Yosys chip area: 118 sq um
Int Pwr: 65.1 uW
Max Fanout on Critical Path: 2
Synth unique cells: 16
Ys Warns: 0
Min Hold Slack: 0.746 ns
Max stage delay on crit path: 0.50 ns
Gp weighted congestion: 0.672
Status: complete, but fails checks
Setup crit start kind: primary input
Die ar.: 6400 sq um
Area leader, netlist: buf_6
Slew margin rel.: 89.2%
Destination of the worst hold path: led_d
Yosys Instances: 17
Top cell area share: 9.57%
Avg Inst Size Synth: 6.92 sq um
Log Warnings: 34
Hold_sp: A
Worst VDD drop: 0.0427 mV
Tmin final: 1.21 ns
Cell area after synthesis: 118 sq um
Slowest-stage cell, CP: or4b_1
Met1 usage in global routing: 2.11%
Reg power frac: 0%
Largest net degree at the start of global routing: 7
Failing checks: negative setup slack
Init Core Util: 3.44%
Register area: 0 sq um
Crit path cell chain: buf_6 > or4b_1 > o21ai_1 > buf_2
Total GRT Usage: 1.71%
F_max: 823 MHz
Clk network pwr share: 0%
Antenna violations before repair: 0
Vias in the first global route: 184
Drt drc: 0
GR Util met3: 0.795%
Layout cells sized above 1: 76.5%
Chip width: 80 microns
Crit path capture type: output pin
Chip height: 80 microns
GRT Residual Overflow: 0
First-pass detailed-route iteration total: 2
IO buf count: 11
Area Overhead vs Synth: 187%
Logic pwr share: 100.0%
CTS Hold Buffers Added: 0
Core Util, Final: 9.89%
Routed WL: 597 microns
Met2 Resource Use GR: 2.81%
Yosys top cell by instances: nor3_1
Worst Max-Slew Pin Slew: 0.161 ns
Main area contributors: buf_6 (9.6%), nor3_1 (8.5%), or4b_1 (8.5%)
Cycle use final: 110%
Seq share, synth: 0%
Slew Viols, Final: 0
Final hold violations: 0
Initial drt markers: 10
DR vias: 184
Min-Delay Path Depth: 4
Pwr Density: 310 nW/um^2
First-pass GRT wire length: 897 microns
Sequential cell count: 0
ANT cells: 0
Leak: 0.148 nW
Setup Viol. Count Final: 1
Crit path arrival time: 0.99 ns
IO Count: 11
Row Count: 21
Core Area: 3420 sq um
Hold/Removal Path Class: primary input to output pin
Gate Count Post-Synth: 17
Worst setup slack after layout: -0.114 ns
WL/cell: 7.46 microns
Sw Pwr: 39.5 uW
RSZ-0062 raised after global routing: yes
Sw Ratio: 37.8%
Max_cap viols: 0
Global routing's busiest layer: met2
Count of clock buffers in the final design: 0
cells in the final DEF, fill, tap and decap left out, types with 2 or more instances in the layout:
master / netlist / layout
buf_2: 0 / 8
buf_6: 1 / 7
buf_4: 1 / 4
nor3_2: 0 / 2
power groups by stage:
stage | clock (mW) | sequential [mW] | combinational [mW]
after CTS | 0 | 0 | 0.0960
after global routing | 0 | 0 | 0.116
final | 0 | 0 | 0.105
kinds of logic after synthesis:
| kind of cell | share of synthesized area, % |
|---|---|
| compound gates | 28.7 |
| xor+xnor | 14.9 |
| buf+inv | 19.1 |
| simple gates | 37.2 |
cell type report:
type                       instances  area (sq um)
fill                             402          3080
inverter                           1          3.75
tap                               46          57.6
timing repair buffer              19           149
multi-input combinational         14           128
what timing repair did:
item | 4_1_cts | 5_1_grt
endpoints found under the setup margin | 7 | 4
cloned | 0 | 0
pin swaps | 6 | 4
buffers inserted | 3 | 0
resized | 47 | 5
worst max path at each step:
stage | startpoint | to | slack (ns) | cells past startpoint
CTS | C | led_d | -0.12 | 4
global route | A | led_d | -0.17 | 4
finish | A | led_d | -0.11 | 4
layer usage:
layer / vias to the layer above / wire length (microns)
met1: 84 / 262
met2: 7 / 261
met3: 0 / 73
li1: 93 / -
met5: - / 0
met4: 0 / 0
stage by stage:
stage          worst slack, ns  instance area, sq um  total power, mW  TNS (ns)  std cells
4_1_cts                 -0.123                   313           0.0960    -0.247         80
3_5_place_dp            -0.847                   304           0.0957     -5.38         77
6_report                -0.114                   338            0.105    -0.114         80
2_1_floorplan           0.0539                   118           0.0322         0         17
3_3_place_gp            -0.850                   304           0.0946     -5.33         77
5_1_grt                 -0.171                   338            0.116    -0.286         80
worst max-delay path: cells and delay by family:
family	cells	cell delay, ns
compound gates	1	0.08
buf+inv	2	0.19
simple gates	1	0.50
Power is estimated from default activity; no workload was simulated.
