==> design.v <==
module UpDownCounter(clkup,switch,reset,pcount,full_flag,empty_flag,alarm);
  input clkup,switch,reset;
  output [3:0]pcount;
  output full_flag,empty_flag,alarm;
  reg [3:0]pcount=0;
  reg alarm;
  reg full_flag=0;
  reg empty_flag=0;
  always @(posedge clkup or  posedge reset)
  begin 
    if(reset)
      begin
        pcount<=0;
        full_flag<=0;
        empty_flag<=1;
         alarm<=0;
      end
    else if(switch==1)
    begin 
		if(clkup)
		begin
         if(pcount==7)
           alarm<=1;
         else
          begin
             pcount<=pcount+1;
             alarm<=0; 
             empty_flag<=0;
           if(pcount==7)
               full_flag<=1;
           else
              full_flag<=0;
          end
		  end
      end
      else 
		begin 
        if(pcount==0)
          alarm<=1;
        else
        begin
          pcount<=pcount-1;
          alarm<=0; 
          full_flag<=0;
          if(pcount==0)
             empty_flag<=1;
          else
             empty_flag<=0;
         end
      end
  end
endmodule
==> run.sh <==
#!/bin/bash
# OpenROAD 26Q1-2900-gdf79404cd8, Yosys 0.63+post, stock flow scripts
make -C /OpenROAD-flow-scripts/flow DESIGN_CONFIG=/design/flow/config.mk WORK_HOME=/design/flow/orfs finish
==> config.mk <==
export PLATFORM = sky130hd
export DESIGN_NAME = UpDownCounter
export DESIGN_NICKNAME = UpDownCounter
export VERILOG_FILES = /design/flow/design.v
export SDC_FILE = /design/flow/constraint.sdc
export NUM_CORES = 4
export LEC_CHECK = 1
export CORE_AREA = 10 10 70 70
export DIE_AREA = 0 0 80 80
==> constraint.sdc <==
current_design UpDownCounter

set clk_period 3.3
set clk_io_pct 0.2

create_clock -name clk0 -period $clk_period [get_ports {clkup}]

set non_clock_inputs [all_inputs -no_clocks]
set_input_delay [expr $clk_period * $clk_io_pct] -clock clk0 $non_clock_inputs
set_output_delay [expr $clk_period * $clk_io_pct] -clock clk0 [all_outputs]
==> impl_metrics.toml <==
# flow metrics
[run_status]
outcome = "finished clean"

[clock_tree]
post_cts_buffers = 0
ctsResizeCount = 0
cts_tree = "built"
worstSkewPairLatency_ns = 0.37
postCtsHoldBufs = 0
clkSlewWorstSetupHoldPaths_ns = 0.07

[setup_path]
crit_path_end_kind = "register"
crit_fanout = 6
startpoint_type = "clock port"
crit_type = "clock port to register"
cp.required_ns = 3.56
worstPathArrival_ns = 2.63

[final_timing]
fin_setup_tns_ns = 0
finalMaxSlewViolations = 0
clock_skew_ns = 0.0105
setup_viol = 0
hold_violations = 0
rsz0062_at_grt = "false"
worst_slack_ns = 0.926

[global_route]
grt_pass1_wl_um = 1590
antenna_found_initial = 0
grt_start_max_net_pins = 10
grt_pass1_vias = 448
gr-usage-all-layers = 0.0305
overflow = 0

[routing]
viasPerCell = 3.51
diodes = 0
route.detailed.wl_per_inst_um = 8.85
ant_nets = 0
drt_pass1_iterations = 3
num_vias = 369
drc = 0
totalWireLength_um = 929
drt_iter0_markers = 26

[logic_synthesis]
synth_cell_type_count = 24
synth_stat.cells = 42
syn-cell-area_sq_um = 408
ys_warn_count = 1
top_area_frac = 0.307
synthTopCellsByArea = "dfrtp_1, dfstp_2, a21oi_1"
syn_area_per_cell_sq_um = 9.71
ys_ff = 6
synthCells = 42
yosysTopAreaCell = "dfrtp_1"
yosys_area_sq_um = 408
ys_seq_share = 0.371

[min_path]
hold_class = "clock port to register"

[layout]
area_delta_synth_final_pct = 46.6
most-common-layout-cells = "clkdlybuf4s50_1, inv_1, clkbuf_4, a21oi_1, dfrtp_1"
layout_top_cell = "clkdlybuf4s50_1"
drive_gt1_frac = 0.186

[floorplanning]
num_rows = 21
die-area_sq_um = 6400
die-height_um = 80
coreArea_sq_um = 3420
initCoreUtil = 0.119
fp.dieW_um = 80
io_pins = 10

[pwr]
leakage_uw = 0.000255
powerDensity_nw_per_um2 = 979
irDropWorstVdd_uv = 198

[run]
warning_count = 28
maxCapViolations = 0

[placed_design]
dp_hpwl_um = 684
portBuffers = 8
gp_congestion = 0.742
post-place-ws_ns = 0.732
## worst max-delay path, stage by stage
cell      delay, ns
clkbuf_4       0.10
clkbuf_4       0.13
clkbuf_4       0.15
inv_1          0.06
o21ai_1        0.06
nor2b_2        0.19
mux2_4         0.29
## per-layer routing
metal  GRT usage  wire length, um  share of wire
met1      0.0331              426           0.46
met4      0.0282               30          0.032
met3      0.0364              138           0.15
met2      0.0273              333           0.36
met5           0                0              0
## cell usage after synthesis (all sizes together)
cell type,number
a211oi,2
fa,1
o21ai,2
nand3,1
a21oi,5
buf,1
dfstp,1
a22oi,1
xnor2,2
and4b,1
ha,2
nor2,3
or2,1
mux2,1
nand2,3
or3,2
dfrtp,5
conb,1
inv,3
nor3,1
nor2b,3
## metrics by stage
stage / cell area, sq um / hold slack, ns / instances / total power (uW) / utilization
5_1_grt: 598 / 0.158 / 105 / 653 / 0.175
4_1_cts: 598 / 0.129 / 105 / 600 / 0.175
3_5_place_dp: 538 / 0.252 / 95 / 433 / 0.158
6_report: 598 / 0.115 / 105 / 586 / 0.175
2_1_floorplan: 408 / 0.252 / 42 / 344 / -
3_3_place_gp: 538 / 0.252 / 95 / 430 / 0.158
## state kept, by name (all words and copies together) (netlist names)
name,flops
pcount,4
alarm,1
empty_flag,1
## cells by family (layout without fill, tap and decap cells)
group                    count (synthesis)  after routing  synth area share
AND/OR/NAND/NOR                         15             15             0.242
AND-OR/OR-AND                           10             10             0.141
flip-flops                               6              6             0.371
buffers and inverters                    4             21            0.0460
adder cells (fa/ha/maj)                  3              3             0.110
XOR/XNOR                                 2              2            0.0430
other                                    1              1           0.00919
multiplexers                             1              1            0.0368
## power by group
| part | switching (uW) | internal [uW] |
|---|---|---|
| clock network | 111 | 164 |
| logic | 48.9 | 92.6 |
| registers | 63.0 | 106 |
| total | 223 | 363 |
## final cells by class
class	instances	area (sq um)
Fill cell	391	2820
Multi-Input combinational cell	32	238
Inverter	2	7.51
Tap cell	46	57.6
Clock inverter	4	15.0
Sequential cell	6	151
Timing Repair Buffer	8	80.1
Clock buffer	7	48.8
## final timing paths
path,start,endpoint,slack (ns),cells past startpoint
max in group asynchronous,reset,empty_flag,2.54,2
min reg2reg,empty_flag,empty_flag,0.48,1
max,clkup,pcount[1],0.93,7
max reg2reg,pcount[2],pcount[3],1.63,5
min,clkup,pcount[0],0.11,5
min in group asynchronous,reset,pcount[2],0.50,2
Power figures rest on the tool's default switching activity, not on a simulated workload.
