## /design/flow/config.mk

```make
export PLATFORM = sky130hd
export DESIGN_NAME = clock_divider
export DESIGN_NICKNAME = clock_divider
export VERILOG_FILES = /design/flow/design.v
export SDC_FILE = /design/flow/constraint.sdc
export NUM_CORES = 4
export LEC_CHECK = 1
export CORE_AREA = 10 10 90 90
export DIE_AREA = 0 0 100 100
```

## /design/flow/constraint.sdc

```tcl
current_design clock_divider

set clk_period 2.9
set clk_io_pct 0.2

create_clock -name clk0 -period $clk_period [get_ports {clk}]

set non_clock_inputs [all_inputs -no_clocks]
set_input_delay [expr $clk_period * $clk_io_pct] -clock clk0 $non_clock_inputs
set_output_delay [expr $clk_period * $clk_io_pct] -clock clk0 [all_outputs]
```

## /design/flow/design.v

```verilog
module clock_divider (clk, reset, slow_CLK);
input clk, reset;
output  slow_CLK;
reg slow_CLK;
reg [17:0] count;
always @(posedge clk or posedge reset)
	begin
		if(reset)  
			begin
				count <= 0;
				slow_CLK<= 0;
			end
		else
			begin
				if(count < 250_000)
					count <= count + 1;  
				else 
					begin
						slow_CLK = ~slow_CLK;  
						count <= 0;
					end
			end
	end		
endmodule
module clock_divider_dut();
reg clk, reset;
wire slow_CLK;
initial
begin
clk=0;
reset=1;#100
reset=0;
end
always 
#100 clk=~clk;
clock_divider kd (clk, reset, slow_CLK);
endmodule
```

## /design/flow/run.sh

```bash
#!/bin/bash
# OpenROAD 26Q1-2900-gdf79404cd8, Yosys 0.63+post, stock flow scripts
make -C /OpenROAD-flow-scripts/flow DESIGN_CONFIG=/design/flow/config.mk WORK_HOME=/design/flow/orfs finish
```

==> results.cfg <==
; yosys + openroad results
[status]
outcome = completed

[hold_path]
hp-class = flop to flop
timing.hold.worst.start = slow_CLK
hold_depth = 1
hold_end = slow_CLK

[power]
seqPwrFrac = 0.586
pwr-share-comb = 0.014
clkPwrFrac = 0.400
cellPowerDensity_mw_per_mm2 = 396
p_leak_uw = 0.000436
p_int_uw = 364
p_sw_uw = 88.3
switching_share = 0.195
ir_drop_v = 0.000134

[clock_network]
cts_tree = built
ctsResizeCount = 0
htreeDepth = 1
cts.sinks = 19
cts_buffers = 3
clk_path_buf_depth = 2
clk_pin_slew_ns = 0.07
cts_hold_buf = 0
cts_root_buf = clkbuf_8
post_cts_buffers = 0
insertion_delay_ns = 0.25

[final_timing]
whs_ns = 0.466
period_minus_slack_ns = 1.78
hold_viol_final = 0
worst_pin_slew_ns = 0.699
drv_slew = 0
max_freq_mhz = 561
max-slew-margin-rel = 0.533
tns_ns = 0
period_used_share = 0.614
rsz0062_at_grt = no
skew_ns = 0.00171
setup_violations = 0
fin_ws_ns = 1.12

[drt]
drc = 0
routed_via_density = 3.61
ant_nets = 0
drt_iter0_markers = 85
insertedDiodeCount = 0
routed_wl_um = 1540
drtPass1Iterations = 3
wl_per_cell_um = 8.80
via_count = 632

[synth]
ys_types = 26
synth_flops = 19
area_leaders = dfrtp_1 48%, xnor2_1 9.7%, nor2_2 5.6%
synth_seq_share = 0.477
topCombFamilyByArea = simple AND/OR/NAND/NOR gates
yosysTopAreaCell = dfrtp_1
ys_cells = 93
xor_area_frac = 0.132
yosys-stat-area_sq_um = 997
synthMuxAreaShare = 0
aoi_share = 0.0339
synth_top_area_share = 0.477
adder_share = 0.0125
simple_gate_area_frac = 0.300
yosysWarnings = 1
netlist_area_sq_um = 997
synthCells = 93
synth.avg_cell_area_sq_um = 10.7

[cells_and_area]
utilization = 0.182
syn2layout_area_growth_pct = 14.3
fin_area_sq_mm = 0.00114
register_area_sq_um = 475
layout.area.comb_sq_um = 477
fill_cells = 671
drive_above_1_share = 0.214

[placement]
dpl.hpwl_um = 1080
place_area_sq_mm = 0.00109
port_buffers = 2
place_ws_ns = 1.13
gp_congestion = 0.758

[setup_path]
r2r_setup_slack_ns = 1.12
r2r-end = count[1]
critPathLaunchType = flop
cp-startpoint = count[10]
crit_path_end_kind = flop
crit_fanout = 13
crit_arrival_ns = 1.98
path_class = flop to flop
ff2ff_path_depth = 5
cp.required_ns = 3.09
timing.rr.start = count[10]

[flow_run]
warnings = 25
drv_cap = 0

[global_routing]
track_usage = 0.0321
grt_pass1_vias = 645
antenna_found_initial = 0
grt_max_degree = 20
grt_pass1_wl_um = 2820
overflow = 0

[floorplan]
fp_util = 0.159
pin_count = 3
die_x_um = 100
core_sq_mm = 0.00628
rows = 29
die_h_um = 100
chipArea_sq_mm = 0.0100
-- registers in the layout, indices dropped and copies added (netlist names) --
signal and count:
count 18, slow_CLK 1
-- worst max path at each step --
stage,to,cells after the start
finish,count[1],5
global route,slow_CLK,5
CTS,count[1],5
-- worst max-delay path, stage by stage, from the launching register on --
cell     delay, ns
dfrtp_1       0.44
or4_4         0.55
nor3_4        0.20
nor3_4        0.10
buf_4         0.22
and2b_2       0.21
-- metal layers --
metal / vias up / global-route usage / part of all wire
met1: 300 / 0.0443 / 0.52
met3: 2 / 0.00486 / 0.0078
li1: 328 / - / -
met4: 0 / 0.00761 / 0.018
met5: - / 0 / 0
met2: 2 / 0.0518 / 0.45
-- power by group through the flow --
| stage | registers [uW] | logic [uW] | clock network, uW |
|---|---|---|---|
| 4_1_cts | 265 | 6.78 | 185 |
| 6_report | 265 | 6.17 | 181 |
| 5_1_grt | 265 | 7.69 | 199 |
-- synthesized netlist by cell type, drive strengths merged --
library cell / number
or4: 1
a31oi: 1
o31a: 1
nor3: 6
nand4: 5
and2b: 1
a21oi: 1
nand3: 8
nor4: 3
inv: 5
nand2: 2
a31o: 1
ha: 1
o21ai: 1
buf: 2
dfrtp: 19
xor2: 4
and3: 1
nor2: 19
xnor2: 11
-- stage by stage --
step	cells	power, uW
after floorplan	93	274
after CTS	175	456
final	175	452
after global routing	175	471
after global placement	171	277
after detailed placement	171	277
-- layout make-up --
cell class | count | area share
clock buffers | 4 | 0.0395
inverters | 5 | 0.0165
repair buffers | 3 | 0.0241
flip-flops and latches | 19 | 0.417
multi-input cells | 67 | 0.418
well taps | 77 | 0.0845
-- kinds of logic after synthesis --
family / after synthesis
AND-OR/OR-AND: 5
XOR/XNOR: 15
adder cells (fa/ha/maj): 1
buffers and inverters: 7
flip-flops: 19
AND/OR/NAND/NOR: 46
-- cell usage in the layout (no fill, tap or decap), drive strengths merged --
cell,n
nor4,3
a31oi,1
and3,1
nor3,6
and2b,1
o21ai,1
ha,1
or4,1
a31o,1
inv,5
clkbuf,4
nor2,19
xnor2,11
nand2,2
buf,1
clkdlybuf4s50,2
nand3,8
dfrtp,19
o31a,1
nand4,5
xor2,4
a21oi,1
Power is estimated from default activity; no workload was simulated.
